===== config.mk =====
export PLATFORM = sky130hd
export DESIGN_NAME = ps2_keyboard_decoder
export DESIGN_NICKNAME = ps2_keyboard_decoder
export VERILOG_FILES = /design/flow/design.v
export SDC_FILE = /design/flow/constraint.sdc
export NUM_CORES = 4
export LEC_CHECK = 1
export CORE_AREA = 10 10 83 83
export DIE_AREA = 0 0 93 93

===== constraint.sdc =====
current_design ps2_keyboard_decoder

set clk_period 1.7
set clk_io_pct 0.2

create_clock -name clk0 -period $clk_period [get_ports {clk}]

set non_clock_inputs [all_inputs -no_clocks]
set_input_delay [expr $clk_period * $clk_io_pct] -clock clk0 $non_clock_inputs
set_output_delay [expr $clk_period * $clk_io_pct] -clock clk0 [all_outputs]

===== design.v =====
module ps2_keyboard_decoder(
    input  logic clk, data, rst_n,
    output logic[7:0] code,
    output logic done
);
typedef enum { START, 
               DATA0, DATA1, DATA2, DATA3, DATA4, DATA5, DATA6, DATA7,
               PARITY,
               STOP
} state;
state st;
always_ff @(posedge clk, negedge rst_n) begin
    if (~rst_n) begin 
        done <= 0;
        st <= START;
        code <= 7'b0;
    end else begin
        unique case (st)
            START:  if(data == 0) begin done <= 0; st <= DATA0; end
            DATA0:  begin code[0] <= data; st <= DATA1;  end
            DATA1:  begin code[1] <= data; st <= DATA2;  end
            DATA2:  begin code[2] <= data; st <= DATA3;  end
            DATA3:  begin code[3] <= data; st <= DATA4;  end
            DATA4:  begin code[4] <= data; st <= DATA5;  end
            DATA5:  begin code[5] <= data; st <= DATA6;  end
            DATA6:  begin code[6] <= data; st <= DATA7;  end
            DATA7:  begin code[7] <= data; st <= PARITY; end
            PARITY: st <= ~^code == data ? STOP : START;    
            STOP:   if (data == 1) begin done <= 1; st <= START; end
        endcase
    end
end
endmodule 

===== run.sh =====
#!/bin/bash
# OpenROAD 26Q1-2900-gdf79404cd8, Yosys 0.63+post, stock flow scripts
make -C /OpenROAD-flow-scripts/flow DESIGN_CONFIG=/design/flow/config.mk WORK_HOME=/design/flow/orfs finish

==> flow_summary.json <==
{
  "rsz0062_at_grt": "false",
  "layout_top_cell": "dfrtp_1",
  "setup_viol": 0,
  "ys_top_cells_by_area": "dfrtp_1 (65%), mux2_2 (12%), xnor2_1 (4.8%)",
  "track_usage_pct": 3.400,
  "synth_flop_count": 20,
  "clkPwrFrac_pct": 17.1,
  "gp_congestion": 0.7142,
  "cp-start-kind": "register",
  "drtAntennaViolNets": 0,
  "critPathSlowestCell": "clkdlybuf4s50_1",
  "wl_um": 1331,
  "holdBufCountCts": 0,
  "switching_share_pct": 26.46,
  "grt_pass1_vias": 434,
  "grt_pass1_wl_um": 2325,
  "grt_max_degree": 21,
  "critPathBufInv": 1,
  "drc": 0,
  "layout_min_cycle_time_ns": 1.503,
  "antenna-diode-count": 0,
  "synth_cell_types": 13,
  "cts_tree": "done",
  "final_cell_mix": "dfrtp_1 (19), clkdlybuf4s50_1 (11), mux2_2 (8)",
  "syn_avg_cell_area_um2": 15.80,
  "die_x_um": 93,
  "p_seq_share_pct": 43.1,
  "overflow": 0,
  "netlist_area_um2": 726.9,
  "leakagePower_nw": 0.4152,
  "ys_area_um2": 726.9,
  "p_switching_w": 0.0004726,
  "postCtsSetupBuffers": 0,
  "crit_family": "buffers and inverters",
  "drt_iter0_markers": 28,
  "cp_max_fo": 3,
  "hold_viol": 0,
  "ios": 12,
  "slew_violations": 0,
  "clk_pin_slew_ns": 0.07,
  "relSlewSlack_pct": 83.49,
  "cts_buffers": 3,
  "tightest_slew_ns": 0.2477,
  "period_used_pct": 88.44,
  "avgViaCountPerCell": 3.061,
  "drive_gt1_share_pct": 24.19,
  "cts.repair.resized": 0,
  "cts.sinks": 20,
  "hold_class": "register to register",
  "cts_max_level": 1,
  "power_density_nw_per_um2": 1821,
  "wl_per_cell_um": 10.08,
  "p_int_w": 0.001313,
  "crit_path_max_incr_delay_ns": 0.50,
  "synth_warnings": 1,
  "vias": 404,
  "peakVddDrop_uv": 487.1,
  "tns_ns": 0,
  "crit_path_end_kind": "output pin",
  "fp_util_pct": 14.14,
  "core_area_um2": 5140,
  "netlist.area_leader.share_pct": 65.40,
  "synthCells": 46,
  "warning_count": 25,
  "cap_viol_max_count": 0,
  "fin_skew_ns": 0.0006762,
  "clk_latency_ns": 0.25,
  "fp-row-count": 26,
  "required_ns": 1.36,
  "clk_path_buf_depth": 2,
  "p_comb_share_pct": 39.7,
  "path_class": "register to output pin",
  "max_freq_mhz": 665.1,
  "dieArea_um2": 8649,
  "postLayoutCellArea_um2": 980.9,
  "yosysTopAreaCell": "dfrtp_1",
  "drtPass1Iterations": 2,
  "status": "finished, final reports clean",
  "syn_to_final_growth_pct": 34.94,
  "seq_area_frac_synth_pct": 69.02,
  "dpl_cell_area_um2": 935.9,
  "ys_cells": 46,
  "die_h_um": 93,
  "crit_chain": "clkdlybuf4s50_1",
  "clock-root-buffer": "clkbuf_8",
  "grt_antenna_before_repair": 0,
  "io_buffers": 11,
  "dp_hpwl_um": 976.9,
  "worstPathArrival_ns": 1.16
}
path summary, 6_finish.rpt:
path,start,end,slack (ns),depth (start not counted)
hold / removal,st[10],st[1],0.39,0
min in group asynchronous,rst_n,code[7],0.43,2
setup / recovery,code[1],code[1],0.20,1
hold reg to reg,st[10],st[1],0.39,0
max in group asynchronous,rst_n,st[0],1.01,2
setup reg to reg,code[4],st[4],0.27,4
cell usage after synthesis:
master and count:
dfrtp_1 19, mux2_2 8, o21ai_0 4, xnor2_1 4
inv_1 3, a21oi_1 1, a22o_1 1, clkbuf_1 1
dfstp_2 1, nor2_1 1, xnor2_2 1, xnor3_1 1
xor2_1 1
cell type report:
class	count	area, um^2
Sequential cell	20	501.7
Clock buffer	4	45.04
Tap cell	70	87.58
Fill cell	568	4159
Multi-Input combinational cell	22	210.2
Inverter	3	11.26
Timing Repair Buffer	13	125.1
cells by family after synthesis:
family | synth area share (%)
muxes | 12.39
and+or+nand+nor | 0.5159
buffers and inverters | 2.065
xor gates and xnor gates | 11.36
DFF | 69.02
AOI/OAI and AO/OA | 4.647
power by group through the flow:
stage / clock network (W) / registers, W / logic, W
finish: 0.000305 / 0.000771 / 0.000710
global route: 0.000349 / 0.000798 / 0.000796
CTS: 0.000317 / 0.000776 / 0.000734
sequential cells by signal, summed over array words and instances (netlist names):
name / cells
code: 8
done: 1
st: 11
per-stage QoR:
step	setup slack (ns)	hold WS, ns	util [%]	instances	power, W
floorplan	0.3606	0.04441	-	46	0.001195
CTS	0.1619	0.3888	19.08	132	0.001827
global route	0.1339	0.3972	19.08	132	0.001943
finish	0.1965	0.3864	19.08	132	0.001786
global placement	0.06719	0.3674	18.21	128	0.001500
detailed placement	0.04929	0.3727	18.21	128	0.001514
routing by layer:
layer | vias to the layer above | global-route usage (%) | wire, um
met1 | 207 | 4.630 | 594
met2 | 10 | 4.848 | 602
li1 | 185 | - | -
met5 | - | 0 | 0
met4 | 0 | 0.2571 | 8
met3 | 2 | 1.858 | 127
Power and IR drop assume default switching activity.
