## flow/design.v

```verilog
module fsm_1 (
    input  logic A,
    input  logic B,
    input  logic reset,
    input  logic clk,
    output logic Q
);
  typedef enum {
    st_0,
    st_1,
    st_2
  } fsm_state_e;
  fsm_state_e state;
  always_ff @(posedge clk) begin
    Q <= 0;
    if (~reset) begin
      state <= st_0;
    end else begin
      unique case (state)
        st_0: state <= A ? st_1 : st_0;
        st_1:
        if (B) begin
          state <= st_2;
          Q <= 1;
        end else begin
          state <= st_0;
        end
        st_2: state <= st_0;
      endcase
    end
  end
endmodule
```

## flow/run.sh

```bash
#!/bin/bash
# OpenROAD 26Q1-2900-gdf79404cd8, Yosys 0.63+post, stock flow scripts
make -C /OpenROAD-flow-scripts/flow DESIGN_CONFIG=/design/flow/config.mk WORK_HOME=/design/flow/orfs finish
```

## flow/config.mk

```make
export PLATFORM = sky130hd
export DESIGN_NAME = fsm_1
export DESIGN_NICKNAME = fsm_1
export VERILOG_FILES = /design/flow/design.v
export SDC_FILE = /design/flow/constraint.sdc
export NUM_CORES = 4
export LEC_CHECK = 1
export CORE_AREA = 10 10 70 70
export DIE_AREA = 0 0 80 80
```

## flow/constraint.sdc

```tcl
current_design fsm_1

set clk_period 1.0
set clk_io_pct 0.2

create_clock -name clk0 -period $clk_period [get_ports {clk}]

set non_clock_inputs [all_inputs -no_clocks]
set_input_delay [expr $clk_period * $clk_io_pct] -clock clk0 $non_clock_inputs
set_output_delay [expr $clk_period * $clk_io_pct] -clock clk0 [all_outputs]
```

==> results.py <==
# Generated from Yosys and OpenROAD reports
metrics = {
    "status": {
        "status": "finished, final reports clean",
    },
    "routing": {
        "antenna_violating_nets_post_route": 0,
        "drtIter0Drc": 2,
        "avgViaCountPerCell": 1.63,
        "drtPass1Iterations": 2,
        "n_antenna_cell": 0,
        "route.final.wire_length_um": 326,
        "route.vias.total": 103,
        "route.detailed.wl_per_inst_um": 5.17,
        "drt_drc_violations_left": 0,
    },
    "die": {
        "fp-utilization": 0.0359,
        "chip_area_um2": 6400,
        "row_count": 21,
        "die.size.x_um": 80,
        "coreArea_um2": 3420,
        "die_height_um": 80,
        "ios": 5,
    },
    "job": {
        "openroad.warnings": 25,
        "maxCapViolCount": 0,
    },
    "cells_and_area": {
        "tally_of_filler_cells_in_the_layout": 409,
        "layout-drive-gt1-share": 0.294,
        "final_core_utilization": 0.0711,
        "fin_cells": 63,
        "syn_to_final_growth_pct": 98.0,
    },
    "worst_setup_path": {
        "ff_to_ff_path_depth": 1,
        "cp-end-kind": "output pin",
        "critical-path-max-stage-delay_ns": 0.30,
        "cp_data_required_time_ns": 0.80,
        "crit_chain": "clkdlybuf4s15_1",
        "path_class": "reg2out",
        "crit_fanout": 1,
        "cp_buf_inv_count": 1,
        "r2r_setup_slack_ns": 0.38,
        "arrival_ns": 0.71,
        "cpLargestDelayFamily": "flip-flops",
        "critical_path.reg2reg.startpoint": "state[2]$_DFF_P_",
        "worst_path_max_delay_cell": "sky130_fd_sc_hd__dfxtp_1",
        "reg2reg_to": "state[1]$_DFF_P_",
        "setup.worst_path.start_class": "flop",
    },
    "final_timing": {
        "setup-violations-final": 0,
        "slew-limit-headroom": 0.925,
        "unrepaired_setup_endpoints_after_global_routing": "false",
        "final_min_period_over_clock_period": 0.914,
        "tightest_slew_ns": 0.111,
        "finalWorstPathRequiredPeriod_ns": 0.914,
        "max_freq_mhz": 1090,
        "postLayoutSetupSlackWorst_ns": 0.0857,
        "timing.final.max_slew_violations": 0,
        "finalHoldViolCount": 0,
        "fin_worst_skew_ns": 0.00182,
    },
    "grt": {
        "grt.total_usage": 0.0118,
        "globalRoute.totalOverflow": 0,
        "initial_antenna_violation_count": 0,
        "first_global_vias": 127,
        "maximum_number_of_pins_on_one_net_before_global_route_repair": 5,
        "grt_pass1_wl_um": 545,
    },
    "yosys": {
        "post_synth_mux_area_share": 0,
        "avgSynthCellArea_um2": 12.3,
        "fa_ha_area_frac": 0,
        "synth.top_cell.area_share": 0.653,
        "syn_inst": 10,
        "yosysSeqAreaShare": 0.653,
        "synth.yosys.warnings": 1,
        "area_leader_netlist": "sky130_fd_sc_hd__dfxtp_1",
        "synth-area-yosys_um2": 123,
        "ys_top_cells_by_area": "sky130_fd_sc_hd__dfxtp_1 (65%), sky130_fd_sc_hd__and3_2 (12%), sky130_fd_sc_hd__nand2b_1 (10%)",
        "xor_share": 0,
        "netlist_logic_family_top": "simple AND/OR/NAND/NOR gates",
        "syn_area_um2": 123,
        "yosys.cell_types.count": 5,
        "synthAoiAreaFrac": 0,
        "yosys_simple_share": 0.347,
        "synth_flop_count": 4,
        "yosysCellCount": 10,
    },
    "min_path": {
        "worst_hold_path.endpoint": "state[0]$_DFF_P_",
        "hold_path_depth": 1,
        "hold_path_startpoint": "state[1]$_DFF_P_",
        "hold_class": "reg2reg",
    },
    "power": {
        "power-per-cell-area_nw_per_um2": 1620,
        "maximum_vdd_drop_uv": 678,
        "post-layout-total-power_uw": 394,
        "power.static_leakage_nw": 0.0855,
    },
    "place": {
        "total_instance_count_after_detailed_placement": 60,
        "routabilityCongestion": 0.560,
        "buffer_ports.inserted": 4,
        "detailedPlace.worstSlack_ns": -0.0263,
    },
    "clock_tree": {
        "tritoncts_clock_tree": "done",
        "htreeDepth": 1,
        "max-clock-path-buffers": 2,
        "clock.latency.late_pin_ns": 0.23,
        "clock_sinks": 4,
        "cts.reportedPaths.clkPinSlew_ns": 0.04,
        "cts_inserted_buffers": 3,
        "clk_root_buffer_cell": "sky130_fd_sc_hd__clkbuf_4",
    },
}
## logic make-up (layout without fill, tap and decap cells)
group / after synthesis / count (layout)
AND/OR/NAND/NOR: 6 / 6
flip-flops: 4 / 4
buffers and inverters: 0 / 7
## layout make-up
| class | instances | area (um^2) | area share |
|---|---|---|---|
| Clock buffer | 3 | 22.5 | 0.0928 |
| Tap cell | 46 | 57.6 | 0.237 |
| Sequential cell | 4 | 80.1 | 0.330 |
| Multi-Input combinational cell | 6 | 42.5 | 0.175 |
| Timing Repair Buffer | 4 | 40.0 | 0.165 |
## layer usage
metal | global-route usage | wire, um | part of all wire
met5 | 0 | 0 | 0
met4 | 0.00352 | 0 | 0
met3 | 0.0148 | 41 | 0.13
met2 | 0.0136 | 114 | 0.35
met1 | 0.0126 | 169 | 0.52
## how the worst max path moves through the flow
| stage | start | to | slack [ns] | cells past startpoint |
|---|---|---|---|---|
| finish | Q$_SDFF_PN0_ | Q | 0.09 | 1 |
| global route | Q$_SDFF_PN0_ | Q | 0.03 | 1 |
| CTS | Q$_SDFF_PN0_ | Q | 0.01 | 1 |
## layout by cell type, fill, tap and decap left out, drive strengths merged
| cell | n |
|---|---|
| and3 | 3 |
| clkbuf | 3 |
| nand2b | 2 |
| clkdlybuf4s15 | 1 |
| clkdlybuf4s50 | 3 |
| nand4b | 1 |
| dfxtp | 4 |
## cells in the mapped netlist
cell / instances
sky130_fd_sc_hd__nand4b_1: 1
sky130_fd_sc_hd__and3_1: 1
sky130_fd_sc_hd__dfxtp_1: 4
sky130_fd_sc_hd__nand2b_1: 2
sky130_fd_sc_hd__and3_2: 2
## flip-flops by register name, indices dropped and copies added (netlist names)
signal  count
state       3
Q           1
## timing repair
action	4_1_cts	5_1_grt
endpoints found under the setup margin	1	1
resized	1	1
setup buffers	0	0
hold endpoints to repair	0	0
hold buffers	0	0
## metrics by stage
step	instance area (um^2)	TNS [ns]	hold WS, ns
3_3_place_gp	220	0	0.403
5_1_grt	243	0	0.467
4_1_cts	241	0	0.439
3_5_place_dp	220	-0.0263	0.411
6_report	243	0	0.437
2_1_floorplan	123	0	0.296
## power breakdown
part / switching [mW] / internal (mW) / total, mW
Combinational: 0.00697 / 0.0175 / 0.0244
Clock: 0.0636 / 0.134 / 0.198
Sequential: 0.00338 / 0.168 / 0.172
Total: 0.0739 / 0.320 / 0.394
Power figures rest on the tool's default switching activity, not on a simulated workload.
