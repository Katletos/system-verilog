==> flow/design.v <==
module password_checker #(parameter PASSWORD_WIDTH = 4) (
    input  logic clk, rst_n, empty,
    input  logic[7:0] code,
    input  logic[PASSWORD_WIDTH-1:0][7:0] password,
    output logic[PASSWORD_WIDTH-1:0] leds
);
typedef enum {NO, FIRST, SECOND, THIRD, FOURTH } state;
state st;
always_ff @(posedge clk, negedge rst_n)
    if (~rst_n) begin 
        st <= NO;
        leds <= {PASSWORD_WIDTH{1'b0}};
    end else begin
        if (~empty) begin 
            unique case (st)
                NO:     if (password[3] == code) begin st <= FIRST;  leds[0] <= 1; end
                FIRST:  if (password[2] == code) begin st <= SECOND; leds[1] <= 1; end
                SECOND: if (password[1] == code) begin st <= THIRD;  leds[2] <= 1; end
                THIRD:  if (password[0] == code) begin st <= FOURTH; leds[3] <= 1; end
                FOURTH: begin st <= NO;  leds <= 'b0000; end 
            endcase       
        end
    end
endmodule   
==> flow/run.sh <==
#!/bin/bash
# OpenROAD 26Q1-2900-gdf79404cd8, Yosys 0.63+post, stock flow scripts
make -C /OpenROAD-flow-scripts/flow DESIGN_CONFIG=/design/flow/config.mk WORK_HOME=/design/flow/orfs finish
==> flow/config.mk <==
export PLATFORM = sky130hd
export DESIGN_NAME = password_checker
export DESIGN_NICKNAME = password_checker
export VERILOG_FILES = /design/flow/design.v
export SDC_FILE = /design/flow/constraint.sdc
export NUM_CORES = 4
export LEC_CHECK = 1
export CORE_AREA = 10 10 85 85
export DIE_AREA = 0 0 95 95
==> flow/constraint.sdc <==
current_design password_checker

set clk_period 1.5
set clk_io_pct 0.2

create_clock -name clk0 -period $clk_period [get_ports {clk}]

set non_clock_inputs [all_inputs -no_clocks]
set_input_delay [expr $clk_period * $clk_io_pct] -clock clk0 $non_clock_inputs
set_output_delay [expr $clk_period * $clk_io_pct] -clock clk0 [all_outputs]
==> results.sh <==
# source this file to load flow results
export IMPL_status="complete, no violations"
export IMPL_fp_util_pct=14.38
export IMPL_io_pins=47
export IMPL_crit_buf_inv=2
export IMPL_clock_path_buffers=2
export IMPL_chip_area_um2=9025
export IMPL_syn_area_per_cell_um2=9.259
export IMPL_dieWidth_um=95
export IMPL_total_power_uw=876.4
export IMPL_yosysSeqAreaShare_pct=28.78
export IMPL_antenna_left=0
export IMPL_slowest_delay_ns=0.37
export IMPL_area_growth_pct=88.87
export IMPL_synthTopCellsByCount="16 x xnor2_1, 16 x xor2_1, 8 x dfrtp_1"
export IMPL_logic_area_um2=556.8
export IMPL_synth_distinct_cells=23
export IMPL_cts_root_buf="clkbuf_8"
export IMPL_hold_buffers=0
export IMPL_grt_max_degree=10
export IMPL_yosysTopAreaCell="dfrtp_1"
export IMPL_slew_headroom_pct=72.06
export IMPL_finalClockSkew_ns=0.001795
export IMPL_required_ns=1.61
export IMPL_post_route_util_pct=27.16
export IMPL_finalHoldViolCount=0
export IMPL_htree_levels=1
export IMPL_crit_chain="clkdlybuf4s15_1 -> xor2_1 -> nor4_2 -> buf_4 -> a21oi_1 -> nand3b_1"
export IMPL_grt_pass1_wl_mm=4.381
export IMPL_period_used_pct=95.45
export IMPL_rrSetupSlack_ns=0.28
export IMPL_area_leaders="dfrtp_1 25%, xnor2_1 18%, xor2_1 18%"
export IMPL_power_density_nw_per_um2=589.6
export IMPL_hpwl_mm=2.377
export IMPL_slowest_stage="nor4_2"
export IMPL_startpoint_type="input pin"
export IMPL_fmax_mhz=698.5
export IMPL_endpoint_kind="register"
export IMPL_io_buffer_count=46
export IMPL_final_instance_count_excl_fill=220
export IMPL_drt_iter0_drc=23
export IMPL_dr_pass1_iters=4
export IMPL_numClockSinks=9
export IMPL_drt_vias_per_instance=3.782
export IMPL_top_area_share_pct=25.44
export IMPL_maxSlewViolCount=0
export IMPL_cts_tree="built"
export IMPL_clkLatencyLatePin_ns=0.23
export IMPL_synth_area_um2=787.0
export IMPL_routedWlPerCell_um=11.94
export IMPL_numSynthFlops=9
export IMPL_synth_main_ff_cell="dfrtp_1"
export IMPL_grt_overflow=0
export IMPL_path_class="input pin to register"
export IMPL_cap_violations=0
export IMPL_synthArstFlopShare_pct=100.0
export IMPL_drc_errors=0
export IMPL_synthCells=85
export IMPL_period_minus_slack_ns=1.432
export IMPL_ys_cells=85
export IMPL_p_leak_uw=0.0005645
export IMPL_dp_cells=214
export IMPL_drt_wl_total_mm=2.626
export IMPL_worst_pin_slew_ns=0.4177
export IMPL_hp_class="input pin to async pin"
export IMPL_warning_count=26
export IMPL_path_clk_slew_ns=0.04
export IMPL_crit_fanout=4
export IMPL_edf_count=0
export IMPL_synth_warnings=1
export IMPL_drive_gt1_share_pct=17.57
export IMPL_cp_top_family="simple AND/OR/NAND/NOR gates"
export IMPL_coreArea_um2=5473
export IMPL_grt_usage_pct=6.174
export IMPL_rows=27
export IMPL_grt_pass1_vias=900
export IMPL_seq_area_um2=226.5
export IMPL_dr_total_vias=832
export IMPL_chipHeight_um=95
export IMPL_numCtsBuffers=3
export IMPL_setup_viol=0
export IMPL_diodes=0
export IMPL_antenna_found_initial=0
export IMPL_ys_area_um2=787.0
export IMPL_worstPathArrival_ns=1.54
export IMPL_ir_drop_uv=335.1
export IMPL_place_gp_congestion=0.8000
export IMPL_fill_cells=614
export IMPL_rsz0062_at_grt="yes"
what timing repair did:
| item | in CTS | in global routing |
|---|---|---|
| setup buffers | 1 | 1 |
| resized | 21 | 6 |
| pin swaps | 9 | 5 |
| endpoints found under the setup margin | 9 | 7 |
layer usage:
metal	track usage, %	up-vias	wire length (um)
met2	10.24	28	1270
met3	2.885	2	228
li1	-	429	-
met5	0	-	0
met1	7.596	373	1120
met4	0.1247	0	6
metrics by stage:
stage / area (um^2) / worst slack, ns / hold WS, ns / setup TNS (ns)
final: 1486 / 0.06826 / 0.3733 / 0
after global routing: 1486 / -0.008603 / 0.4111 / -0.01478
after CTS: 1455 / 0.002280 / 0.3918 / 0
after detailed placement: 1424 / -0.4239 / 0.5415 / -3.472
after global placement: 1424 / -0.4228 / 0.5287 / -3.425
after floorplan: 787.0 / 0.2671 / 0.004409 / 0
registers in the layout, summed over array words and instances, names as in the netlist:
| name | flops |
|---|---|
| st | 5 |
| leds | 4 |
report_power, final:
group	internal (uW)	switching [uW]	total (uW)
clock network	185	91.4	276
registers	267	17.3	285
logic	196	120	316
total	648	228	876
worst paths after layout:
path	start	to	depth (start not counted)
hold / removal	rst_n	leds[0]	1
min in group clk0	leds[3]	leds[3]	2
setup reg to reg	st[1]	leds[3]	4
setup / recovery	code[4]	leds[2]	6
max in group asynchronous	rst_n	st[0]	1
hold reg to reg	leds[3]	leds[3]	2
cell families (layout without fill, tap and decap cells):
group,Yosys count,in the layout,share of synthesized area [%]
XOR/XNOR,32,32,35.61
AND/OR/NAND/NOR,23,23,18.76
AND-OR/OR-AND,15,15,13.99
flip-flops,9,9,28.78
buffers and inverters,6,69,2.861
cell type report:
class / instances / share of cell area [%]
multi-input cells: 70 / 37.46
inverters: 5 / 1.263
flip-flops and latches: 9 / 15.24
clock buffers: 4 / 3.030
well taps: 72 / 6.061
repair buffers: 60 / 36.95
placed cells by master (no fill, tap or decap), types with 3 or more instances in the layout:
master / Yosys / routed
dlygate4sd2_1: 0 / 11
nand4_1: 5 / 5
clkdlybuf4s15_1: 0 / 4
o21ai_0: 5 / 5
clkbuf_8: 0 / 3
clkdlybuf4s50_1: 0 / 29
buf_4: 0 / 14
dfrtp_1: 8 / 8
nand2_1: 5 / 5
xnor2_1: 16 / 16
inv_1: 5 / 5
nor4_2: 4 / 3
xor2_1: 16 / 16
